==> /design/flow/design.v <==
module Binary_Counter (clk,rst,count_to,out);
    parameter N = 1; 
    input clk;
    input rst;
    input logic [N-1:0] count_to;
    output out;
    logic [N-1:0] current_count = 0;
    assign out = (current_count == count_to);
    always_ff @(posedge clk) begin
        if (rst) begin
            current_count <= 0;
        end
        else begin 
            current_count <= current_count + 1;
        end
    end
endmodule
module Clk_Freq_Divider (inclk,reset,outclk);
    parameter N = 1; 
    input inclk;
    input reset;
    output outclk;
    logic next_clk;
    logic count_compare;
    logic next_clk_inv;
    logic [31:0] count_to = N-1;  
    assign next_clk = outclk;
    Binary_Counter #(.N(32)) clk_period_counter (
        .clk(inclk), 
        .rst(count_compare), 
        .count_to(count_to), 
        .out(count_compare)
    );
    vTFFER #(.n(1)) next_clk_TFF  (
        .clk(inclk),
        .en(count_compare),
        .rst(reset),
        .toggle(1'b1),
        .in(next_clk),
        .out(outclk)
    );
endmodule
module vTFFER(clk, en, rst, toggle, in, out);
    parameter n = 1;  
    input clk, en, rst, toggle;
    input [n-1:0] in;
    output [n-1:0] out;
    reg [n-1:0] out;
    always_ff @(posedge clk) begin
        if (rst) begin
            out <= 0;
        end 
        else if (en) begin
            if (toggle) begin
                out <= ~in;
            end
            else begin
                out <= in;
            end
        end
    end
endmodule
==> /design/flow/run.sh <==
#!/bin/bash
# OpenROAD 26Q1-2900-gdf79404cd8, Yosys 0.63+post, stock flow scripts
make -C /OpenROAD-flow-scripts/flow DESIGN_CONFIG=/design/flow/config.mk WORK_HOME=/design/flow/orfs finish
==> /design/flow/config.mk <==
export PLATFORM = sky130hd
export DESIGN_NAME = Clk_Freq_Divider
export DESIGN_NICKNAME = Clk_Freq_Divider
export VERILOG_FILES = /design/flow/design.v
export SDC_FILE = /design/flow/constraint.sdc
export NUM_CORES = 4
export LEC_CHECK = 1
export CORE_AREA = 10 10 105 105
export DIE_AREA = 0 0 115 115
==> /design/flow/constraint.sdc <==
current_design Clk_Freq_Divider

set clk_period 5.5
set clk_io_pct 0.2

create_clock -name clk0 -period $clk_period [get_ports {inclk}]

set non_clock_inputs [all_inputs -no_clocks]
set_input_delay [expr $clk_period * $clk_io_pct] -clock clk0 $non_clock_inputs
set_output_delay [expr $clk_period * $clk_io_pct] -clock clk0 [all_outputs]
==> summary.txt <==
Entry: Yosys synthesis followed by OpenROAD place and route.

Pwr:
- The script extracted a total leakage power of just over 0.6 nW.
- Power spread over the standard cell area amounts to between 200 and 300 nW/um^2.
- The run puts the maximum ir drop on the vdd rail at roughly 0.18 mV.
- The run gives the power after layout as approximately 0.00042 W.

Logic synthesis:
- In the Yosys stats the netlist draws on 28 distinct library cells.
- In the synthesized netlist, the number of instances is roughly 140.
- Yosys reported a register bit count of 33.
- After synthesis, the cell types taking the most area are dfxtp_1 (46%), xnor2_1 (10%), xor2_1 (7.9%).
- The run puts the async set-reset flop share out of synthesis at 0.
- The run gives the main flop type as dfxtp_1.
- By count the netlist is led by dfxtp_1 (33), xnor2_1 (17), nand3_1 (14), xor2_1 (13), nand2_1 (10).
- The run gives the top cell type by instance count after synthesis as dfxtp_1.
- The run gives the post-synthesis sequential area ratio as 0.456.
- The largest total area in the synthesized netlist belongs to dfxtp_1.
- The run gives the fraction of synthesized cell area taken by the top area cell type as 0.456.
- According to the Yosys statistics, the synthesized design has a chip area of between 1000 and 1500 sq um.
- Yosys mapped a number of flops with a built-in enable equal to 0.
- The run gives the cell count in the Yosys report as 143.
- Summing every instance area after synthesis gives between 1000 and 1500 sq um.
- The run puts the mean area per synthesized cell at about 10 sq um.
- The run gives the number of warnings reported in the yosys synthesis log as 3.

Setup path:
- The run gives the stage delay of the slowest cell on the critical path as 470 ps.
- The kind of cell with the highest combined delay along the critical path is buffers and inverters.
- Data arrives at the worst endpoint at approximately 1100 ps.
- The run puts the buffer-and-inverter tally for the worst setup path at 1.
- The worst setup path is launched from a register.
- Traced cell by cell, the critical path runs through clkdlybuf4s50_1.
- The run gives the element type at the critical path end as a primary output.
- The run gives the largest fanout on the critical path as 3.
- The critical path is of the reg -> out type.
- Looking at the critical path, the single cell with the biggest stage delay is clkdlybuf4s50_1.
- The run puts the critical path data required time at approximately 4400 ps.

GRT:
- The run puts the total congestion overflow after global routing at 0.
- The run puts the pin count of the biggest net entering global routing at 12.
- Summed over all routing layers, the global router reports a total usage of 0.0391.
- The run gives the number of antenna violations at the first check in global routing as 0.
- The run puts the wire length of the first global-routing pass at between 4000 and 5000 um.
- The run gives the number of global-route vias before repair as approximately 1000.

Clock network:
- Looking at the clock tree report, the maximum root-to-sink buffer count equals 2.
- Per the CTS log, the root buffer master is clkbuf_8.
- The run gives the quantity of hold-fixing buffers added after cts as 0.
- The run gives the post-CTS clock slew at the launch and capture registers of the worst setup and hold paths as around 60 ps.
- The run gives the number of resized instances in the post-cts repair step as 0.
- Per the CTS log, the maximum H-tree level is 2.
- At the later pin of the worst-skew pair, clock insertion delay measures around 280 ps.
- The run gives the number of buffers created by CTS as 5.
- Buffers added to address setup during post-CTS repair amount to 0.
- TritonCTS built the clock tree.
- The run gives the clock sink count as 33.

Timing:
- The run puts the final hold violation count at 0.
- On the final layout, the worst hold slack is roughly 460 ps.
- The run puts the relative slew slack at 0.585.
- The run puts the total negative setup slack at 0 ps.
- Setup repair after global routing left no endpoint under its margin.
- The run puts the final tally of setup violations at 0.
- The run gives the post-route minimum period as approximately 2200 ps.
- The run puts the ratio of final minimum period to clock period at 0.398.
- In this build the clock could be raised as far as ~460 MHz.
- The run puts the final clock skew at ~3.2 ps.
- In the final report, the number of pins over their slew limit comes to 0.
- The run gives the transition time at the pin with the least slew margin as 618 ps.

Flow run:
- Per the run summary, max-cap violations total 0.
- The run gives the number of OpenROAD warnings as 26.

Drt:
- For this run, the script counts the antenna cells in the layout as 0.
- The run puts the total number of vias at 984.
- The run puts the number of design-rule violations left by the first detailed-router iteration at between 50 and 60.
- The routed layout reports a DRC error count of 0.
- The run puts the wire length after detailed routing at 2380 um.
- The run gives the number of nets with antenna violations after routing as 0.
- The run gives the detail-routed net length per standard cell as roughly 9.3 um.
- The run puts the number of vias per cell after detailed routing at around 3.8.
- The run puts the number of optimization iterations in the first detailed-route pass at 4.

Floorplanning:
- After floorplanning, the die was sized to cover ~13000 sq um.
- Row generation in the floorplan step produced 34 rows.
- The run gives the starting density of the core as 0.165.
- The run puts the placeable core area at 8760 sq um.
- Pin placement for this block handled 3 I/O pins.
- The run gives the x dimension of the die as between 100 and 150 um.
- According to the floorplan report, the die height is about 120 um.

Placement:
- The final weighted congestion recorded by global placement is roughly 0.8.
- The run puts the number of buffer cells added on primary ports at 2.
- The run gives the placed standard-cell area as around 1600 sq um.
- The run puts the detailed-placement wirelength estimate at between 1500 and 2000 um.

Cells and area:
- The run puts the area growth from synthesis to layout at 15.3%.
- The run puts the final cell area excluding filler cells at approximately 1700 sq um.
- The run gives the proportion of layout cells with a drive suffix above 1 as 0.0940.
- The filler cells instantiated in the layout total 971.

Run status:
- The flow ran to the end, and the final reports show no timing, DRC or antenna violations.

Min path:
- In this run the worst hold path is classified as reg -> reg.
## per-layer routing
metal	global-route usage	wire length, um	part of all wire	vias up
met1	0.0563	1260	0.53	451
met4	0.00660	33	0.014	0
met2	0.0563	976	0.41	10
met5	0	0	0	-
met3	0.0137	107	0.045	4
li1	-	-	-	519
## layout by cell type, fill, tap and decap left out, drive strengths merged
master / instances
a21oi: 1
and2: 1
and3: 6
and4: 3
clkbuf: 7
clkdlybuf4s50: 2
dfxtp: 33
ha: 2
inv: 2
nand2: 10
nand3: 14
nand4: 10
nor2: 8
nor2b: 1
nor3: 5
nor4: 10
nor4b: 1
o21ai: 1
or3: 2
xnor2: 17
xor2: 13
## report_power, final
part / total, W / internal [W] / switching (W) / leakage, nW
clock: 0.000179 / 0.0000991 / 0.0000795 / 0.0443
sequential: 0.000240 / 0.000240 / 0.000000315 / 0.266
combinational: 0.00000218 / 0.00000181 / 0.000000374 / 0.307
## stage by stage
stage	setup WS, ps	utilization	instances
finish	3310	0.190	257
global route	3240	0.190	257
CTS	3290	0.190	257
detailed placement	3610	0.181	250
global placement	3610	0.181	250
floorplan	3950	-	143
## path summary, 6_finish.rpt
path	startpoint	end	slack, ps	depth (start not counted)
max	next_clk_TFF.out$_SDFFE_PP0N_	outclk	3310	1
min	clk_period_counter.current_count[31]$_SDFF_PN0_	clk_period_counter.current_count[31]$_SDFF_PN0_	460	1
max reg2reg	clk_period_counter.current_count[0]$_SDFF_PN0_	clk_period_counter.current_count[30]$_SDFF_PN0_	3640	5
min reg2reg	clk_period_counter.current_count[31]$_SDFF_PN0_	clk_period_counter.current_count[31]$_SDFF_PN0_	460	1
## flip-flops by register name, summed over array words and instances, names as in the netlist
signal	flops
clk_period_counter.current_count	32
next_clk_TFF.out	1
## kinds of logic (layout without fill, tap and decap cells)
group           count (synthesis)  in the layout  synth area share
compound gates                  2              2           0.00691
flops                          33             33             0.456
buf+inv                         5             11            0.0190
simple gates                   71             71             0.319
xor+xnor                       30             30             0.182
fa+ha+maj                       2              2            0.0173
## area by class of cell
| class | instances | area [sq um] | area share |
|---|---|---|---|
| Clock buffer | 7 | 86.3 | 0.0517 |
| Inverter | 2 | 7.51 | 0.00450 |
| Multi-Input combinational cell | 105 | 759 | 0.455 |
| Sequential cell | 33 | 661 | 0.396 |
| Tap cell | 108 | 135 | 0.0810 |
| Timing Repair Buffer | 2 | 20.0 | 0.0120 |
Power figures rest on the tool's default switching activity, not on a simulated workload.
